==> flow/design.v <==
`timescale 1ns / 1ps
module hazard_detection (
    input        ID_EX_mem_read,
    input  [4:0] ID_EX_rd,  
    input  [4:0] IF_ID_rs,
    input  [4:0] IF_ID_rt,
    input        EX_MEM_mem_read,
    input        cur_branch,
    output       pc_write,         
    output       IF_ID_write,      
    output       stall             
);
    wire load_use_hazard;
    assign load_use_hazard = ID_EX_mem_read && ((ID_EX_rd == IF_ID_rs) || (ID_EX_rd == IF_ID_rt));
    wire branch_data_hazard_exe;  
    assign branch_data_hazard_exe = ID_EX_mem_read && cur_branch && ((ID_EX_rd == IF_ID_rs) || (ID_EX_rd == IF_ID_rt));
    wire branch_data_hazard_mem;  
    assign branch_data_hazard_mem = EX_MEM_mem_read && cur_branch && ((ID_EX_rd == IF_ID_rs) || (ID_EX_rd == IF_ID_rt));
    wire [1:0] stall_counter;
    assign stall_counter = (load_use_hazard) ? 2'b01 :
                           (branch_data_hazard_exe) ? 2'b01 :
                           (branch_data_hazard_mem) ? 2'b10 : 2'b00;
    assign pc_write = (stall_counter > 0) ? 1'b0 : 1'b1;
    assign IF_ID_write = (stall_counter > 0) ? 1'b0 : 1'b1;
    assign stall = (stall_counter > 0) ? 1'b1 : 1'b0;
endmodule
==> flow/run.sh <==
#!/bin/bash
# OpenROAD 26Q1-2900-gdf79404cd8, Yosys 0.63+post, stock flow scripts
make -C /OpenROAD-flow-scripts/flow DESIGN_CONFIG=/design/flow/config.mk WORK_HOME=/design/flow/orfs finish
==> flow/config.mk <==
export PLATFORM = sky130hd
export DESIGN_NAME = hazard_detection
export DESIGN_NICKNAME = hazard_detection
export VERILOG_FILES = /design/flow/design.v
export SDC_FILE = /design/flow/constraint.sdc
export NUM_CORES = 4
export LEC_CHECK = 1
export CORE_AREA = 10 10 70 70
export DIE_AREA = 0 0 80 80
==> flow/constraint.sdc <==
current_design hazard_detection

set clk_period 2.1
set clk_io_pct 0.2

create_clock -name clk0 -period $clk_period

set non_clock_inputs [all_inputs -no_clocks]
set_input_delay [expr $clk_period * $clk_io_pct] -clock clk0 $non_clock_inputs
set_output_delay [expr $clk_period * $clk_io_pct] -clock clk0 [all_outputs]
==> results.py <==
# Metrics from the implementation run
metrics = {
    "run_status": {
        "status": "finished clean",
    },
    "grt": {
        "grt_pass1_wl_um": 1166,
        "antenna_found_initial": 0,
        "grt-ovfl-total": 0,
        "grt_pass1_vias": 211,
        "grt_max_degree": 3,
        "track_usage_pct": 2.378,
    },
    "sta": {
        "max_slew.worst_pin.slew_ns": 0.1883,
        "rsz0062_at_grt": "true",
        "fmax_mhz": 483.8,
        "setup_tns_ns": 0,
        "holdWs_ns": 1.521,
        "final_max_slew_viol_count": 0,
        "post-route-period-util_pct": 98.43,
        "finalSetupViolCount": 0,
        "hold_viol_final": 0,
        "min_period_ns": 2.067,
        "slew_headroom_pct": 87.36,
    },
    "yosys": {
        "simple_gate_area_share_pct": 14.55,
        "syn_area_um2": 137.6,
        "compound_area_share_pct": 16.36,
        "yosysUniqueCellTypes": 7,
        "yosysTopAreaCellShare_pct": 63.64,
        "yosys_cells": 18,
        "ys_chip_area_um2": 137.6,
        "syn_area_per_cell_um2": 7.646,
        "syn-instance-count": 18,
        "xor_share_pct": 63.64,
        "mux_share_pct": 0,
        "yosys_warnings": 0,
        "top_area_cell": "xnor2_1",
        "area_leaders": "xnor2_1 64%, nand4_1 9.1%, o22a_1 6.4%",
        "synthTopLogicFamily": "XOR/XNOR gates",
        "yosysSeqAreaShare_pct": 0,
        "adder_share_pct": 0,
    },
    "floorplan": {
        "die_h_um": 80,
        "die-area_um2": 6400,
        "die_x_um": 80,
        "fp_util_pct": 4.029,
        "std_cell_rows": 21,
        "io_pins": 21,
        "core_area_um2": 3416,
    },
    "routing": {
        "wl_met1_um": 411,
        "routedWlPerCell_um": 10.06,
        "antenna_left": 0,
        "wl_met3_um": 151,
        "highest_layer": "met3",
        "drt_wl_total_um": 855,
        "via_count": 212,
        "wl_met2_um": 292,
        "n_antenna_cell": 0,
        "vias_per_cell": 2.494,
        "dr.pass1.iters": 3,
        "drt_iter0_markers": 5,
        "drc": 0,
    },
    "setup_path": {
        "crit_start": "IF_ID_rt[3]",
        "cp.arrival_ns": 1.65,
        "required_ns": 1.68,
        "crit_type": "primary input to primary output",
        "critPathMaxFanout": 2,
        "end_kind": "primary output",
        "start_kind": "primary input",
    },
    "pwr": {
        "p_sw_share_pct": 33.13,
        "pwr-share-seq_pct": 0,
        "p_int_mw": 0.04614,
        "power_density_nw_per_um2": 170.2,
        "p_clk_share_pct": 0,
        "switchingPower_mw": 0.02286,
        "p_leak_nw": 0.1305,
        "design_power_total_mw": 0.06901,
        "combPwrFrac_pct": 100.0,
        "ir_drop_mv": 0.06063,
    },
    "cells_and_area": {
        "flops": 0,
        "stdcell_count": 85,
        "final_util_pct": 11.87,
        "drive_above_1_share_pct": 5.128,
        "seq_area_um2": 0,
        "nClkBuffers": 0,
        "syn2layout_area_growth_pct": 194.5,
    },
    "flow_run": {
        "warning_count": 36,
        "cap_violations": 0,
    },
    "placed_design": {
        "port_buffers": 21,
        "dp.cells": 84,
        "place_congestion": 0.7730,
    },
    "worst_hold_path": {
        "min_path_type": "primary input to primary output",
        "hp-start": "ID_EX_rd[0]",
    },
    "cts": {
        "cts_hold_buf": 0,
    },
}
cells by family after synthesis:
logic type | Yosys count
xor gates and xnor gates | 10
and+or+nand+nor | 4
buffers and inverters | 1
AOI/OAI and AO/OA | 3
metal layers:
| layer | global-route usage (%) | vias up |
|---|---|---|
| met4 | 0 | 0 |
| li1 | - | 104 |
| met2 | 2.889 | 15 |
| met5 | 0 | - |
| met1 | 3.230 | 93 |
| met3 | 2.045 | 0 |
worst paths after layout:
path	slack, ns	endpoint	cells past startpoint
worst min-delay path	1.52	stall	5
worst max-delay path	0.03	stall	6
layout by cell type, fill, tap and decap left out:
master	netlist	final
a21o_1	1	1
buf_4	1	1
clkdlybuf4s15_1	0	3
clkdlybuf4s50_1	0	13
dlygate4sd2_1	0	5
nand2_1	2	2
nand4_1	2	2
o22a_1	1	1
o22ai_2	0	1
xnor2_1	10	10
critical path: stages:
cell and delay (ns):
clkdlybuf4s50_1 0.47, xnor2_1 0.14, nand4_1 0.15, buf_4 0.16, o22ai_2 0.10, clkdlybuf4s15_1 0.20
power by group through the flow:
| stage | clock [mW] | sequential [mW] | combinational [mW] |
|---|---|---|---|
| global route | 0 | 0 | 0.0739 |
| finish | 0 | 0 | 0.0690 |
| CTS | 0 | 0 | 0.0672 |
Yosys cell counts:
cell type	count
xnor2_1	10
nand2_1	2
nand4_1	2
a21o_1	1
buf_4	1
o22a_1	1
o22ai_1	1
what timing repair did:
action | CTS | global route
pin swaps | 2 | 5
endpoints found under the setup margin | 3 | 3
resized | 9 | 3
setup buffers | 1 | 0
per-stage QoR:
step | setup WS (ns) | area (µm²)
final | 0.03293 | 405.4
after global routing | -0.01695 | 405.4
after CTS | 0.01216 | 396.6
after detailed placement | -0.2127 | 397.9
after global placement | -0.1779 | 397.9
after floorplan | 0.7062 | 137.6
cell type report:
cell class         instances  area (µm²)
fillers                  409        3010
repair buffers            22       211.5
well taps                 46       57.56
multi-input cells         17       136.4
Power is estimated from default activity; no workload was simulated.
